--- run.sh ---
#!/bin/bash
# OpenROAD 26Q1-2900-gdf79404cd8, Yosys 0.63+post, stock flow scripts
make -C /OpenROAD-flow-scripts/flow DESIGN_CONFIG=/design/flow/config.mk WORK_HOME=/design/flow/orfs finish
--- config.mk ---
export PLATFORM = sky130hd
export DESIGN_NAME = money
export DESIGN_NICKNAME = money
export VERILOG_FILES = /design/flow/design.v
export SDC_FILE = /design/flow/constraint.sdc
export NUM_CORES = 4
export LEC_CHECK = 1
export CORE_UTILIZATION = 50
--- constraint.sdc ---
current_design money

set clk_period 5.6
set clk_io_pct 0.2

create_clock -name clk0 -period $clk_period [get_ports {CLK}]

set non_clock_inputs [all_inputs -no_clocks]
set_input_delay [expr $clk_period * $clk_io_pct] -clock clk0 $non_clock_inputs
set_output_delay [expr $clk_period * $clk_io_pct] -clock clk0 [all_outputs]
--- design.v ---
module money(reset,CLK, M0, M1, M2, M3, M4, M5, ti , wi, ci, B1, B2, B3, C1, C2, C3, C4, rr, out, To, Wo, Co, Bo, C, so, RRo);
input reset;
input CLK;
input M0;
input M1;
input M2;
input M3;
input M4;
input M5;
input ti;
input wi;
input ci;
input B1;
input B2;
input B3;
input C1;
input C2;
input C3;
input C4;
input rr;
output reg [7:0]out;
output reg To;
output reg Wo;
output reg Co;
output reg [2:0]Bo;
output reg [3:0]C;
output reg [9:0]so;
output reg [2:0]RRo;
parameter ONE_DOLLAR = 1, TWO_DOLLAR = 2, FIVE_DOLLAR = 5, TEN_DOLLAR = 10, TWENTY_DOLLAR = 20;
parameter TEA = 5, COOKIES = 20, COFFEE = 7;
parameter CANDIES_TYPE1 = 10, CANDIES_TYPE2 = 20, CANDIES_TYPE3 = 25;
parameter CHOCOLATES_TYPE1 = 30, CHOCOLATES_TYPE2 = 10, CHOCOLATES_TYPE3 = 25, CHOCOLATES_TYPE4= 50;
parameter MAX_TRANSACTION = 3;
reg [1:0]NumTea, NumCookies, NumCoffee;
reg [1:0]NumCandiesType1, NumCandiesType2, NumCandiesType3;
reg [1:0]NumChocolatesType1, NumChocolatesType2, NumChocolatesType3, NumChocolatesType4;
reg [1:0]NumTransaction;
always @(posedge CLK)
begin
	if (reset) 
		begin
		out = 0;
		To = 0;
		Wo = 0;
		Co = 0;
		C = 4'b0;
		so = 10'b0;
		Bo = 3'b0;
		RRo = 3'b0;
		NumTea = 2;
		NumCookies = 2;
		NumCoffee = 2;
		NumCandiesType1 = 2;
		NumCandiesType2 = 2;
		NumCandiesType3 = 2;
		NumChocolatesType1 = 2;
		NumChocolatesType2 = 2;
		NumChocolatesType3 = 2;
		NumChocolatesType4 = 2;
		NumTransaction = MAX_TRANSACTION;	
		end
	else
	begin	
		if(rr)
		begin
			if(out >= TWENTY_DOLLAR) 
			begin
				out <= out - TWENTY_DOLLAR;
				RRo <= 2;
			end
			else if((out>= TEN_DOLLAR) && (out < TWENTY_DOLLAR)) 
			begin
				out <= out - TEN_DOLLAR;
				RRo <= 1;
			end
			else if((out >= FIVE_DOLLAR) && (out < TEN_DOLLAR)) 
			begin
				out <= out - FIVE_DOLLAR;
				RRo <= 4;
			end
			else if((out >= TWO_DOLLAR) && (out < FIVE_DOLLAR)) 
			begin
				out <= out - TWO_DOLLAR;
				RRo <= 3;
			end
			else if((out >= ONE_DOLLAR) && (out < TWO_DOLLAR)) 
			begin
				out <= out - ONE_DOLLAR;
				RRo <= 5;
			end
			else if(out == 0) 
			begin
				RRo <= 0;
			end
		end
		else
		begin
			if ((~M4) && (~M5))
			begin
				if (M0)            out <= out + TEN_DOLLAR; 
				else if (M1)       out <= out + ONE_DOLLAR;
				else if (M2)       out <= out + TWO_DOLLAR;
				else if (M3)       out <= out + FIVE_DOLLAR;
				else if (ti && (out >= TEA) && NumTransaction) 
					begin 
					if (NumTea) 
					begin
					out <= out - TEA;
					To <= 1; 
					NumTea <= NumTea - 1;
					NumTransaction <= NumTransaction - 1;
					end 
					else
					so[0] <= 1;  
					end
				else if (wi && (out >= COOKIES) && NumTransaction)  
					begin
					if (NumCookies)
					begin
					out <= out - COOKIES;
					Wo <= 1;
					NumCookies <= NumCookies - 1;
					NumTransaction <= NumTransaction - 1;
					end
					else
					so[1] <= 1;
					end
				else if (ci && (out >= COFFEE) && NumTransaction)   
					begin
					if (NumCoffee)
					begin
					out <= out - COFFEE;
					Co <= 1;
					NumCoffee <= NumCoffee - 1;
					NumTransaction <= NumTransaction - 1;
					end
					else
					so[2] <= 1;
					end
				else if (B1 && (out >= CANDIES_TYPE1) && NumTransaction)  
					begin
					if (NumCandiesType1)
					begin
					out <= out - CANDIES_TYPE1;
					Bo[0] <= 1;
					NumCandiesType1 <= NumCandiesType1 - 1;
					NumTransaction <= NumTransaction - 1;
					end
					else
					so[3] <= 1;
					end
				else if (B2 && (out >= CANDIES_TYPE2) && NumTransaction)   
					begin
					if (NumCandiesType2)
					begin
					out <= out - CANDIES_TYPE2;
					Bo[1] <= 1;
					NumCandiesType2 = NumCandiesType2 - 1;
					NumTransaction <= NumTransaction - 1;
					end
					else
					so[4] <= 1;
					end
				else if (B3 && (out >= CANDIES_TYPE3) && NumTransaction)   
					begin
					if (NumCandiesType3)
					begin
					out <= out - CANDIES_TYPE3;
					Bo[2] <= 1;
					NumCandiesType3 <= NumCandiesType3 - 1;
					NumTransaction <= NumTransaction - 1;
					end
					else
					so[5] <= 1;
					end
				else if (C1 && (out >= CHOCOLATES_TYPE1) && NumTransaction)   
					begin
					if (NumChocolatesType1)
					begin
					out <= out - CHOCOLATES_TYPE1;
					C[0] <= 1;
					NumChocolatesType1 = NumChocolatesType1 - 1;
					NumTransaction <= NumTransaction - 1;
					end
					else
						so[6] <= 1;
					end
				else if (C2 && (out >= CHOCOLATES_TYPE2) && NumTransaction)   
					begin
					if (NumChocolatesType2)
					begin
					out <= out - CHOCOLATES_TYPE2;
					C[1] <= 1;
					NumChocolatesType2 <= NumChocolatesType2 - 1;
					NumTransaction <= NumTransaction - 1;
					end
					else
					so[7] <= 1;
					end
				else if (C3 && (out >= CHOCOLATES_TYPE3) && NumTransaction)   
					begin
					if (NumChocolatesType3)
					begin
					out <= out - CHOCOLATES_TYPE3;
					C[2] <= 1;
					NumChocolatesType3 <= NumChocolatesType3 - 1;
					NumTransaction <= NumTransaction - 1;
					end
					else
					so[8] <= 1;
					end
				else if (C4 && (out >= CHOCOLATES_TYPE4) && NumTransaction)   
					begin
					if (NumChocolatesType4)
					begin
					out <= out - CHOCOLATES_TYPE4;
					C[3] <= 1;
					NumChocolatesType4 = NumChocolatesType4 - 1;
					NumTransaction <= NumTransaction - 1;
					end
					else
					so[9] <= 1;
					end
			end  
			else
			begin  
				if (ti && NumTransaction)  
					begin 
					if (NumTea)  
					begin
					To <= 1; 
					NumTea <= NumTea - 1;
					NumTransaction <= NumTransaction - 1;
					end 
					else
					so[0] <= 1;  
					end
				else if (wi && NumTransaction)    
					begin
					if (NumCookies)
					begin
					Wo <= 1;
					NumCookies <= NumCookies - 1;
					NumTransaction <= NumTransaction - 1;
					end
					else
					so[1] <= 1;
					end
				else if (ci && NumTransaction)    
					begin
					if (NumCoffee)
					begin
					Co <= 1;
					NumCoffee <= NumCoffee - 1;
					NumTransaction <= NumTransaction - 1;
					end
					else
					so[2] <= 1;
					end
				else if (B1 && NumTransaction)   
					begin
					if (NumCandiesType1)
					begin
					Bo[0] <= 1;
					NumCandiesType1 <= NumCandiesType1 - 1;
					NumTransaction <= NumTransaction - 1;
					end
					else
					so[3] <= 1;
					end
				else if (B2 && NumTransaction)   
					begin
					if (NumCandiesType2)
					begin
					Bo[1] <= 1;
					NumCandiesType2 = NumCandiesType2 - 1;
					NumTransaction <= NumTransaction - 1;
					end
					else
					so[4] <= 1;
					end
				else if (B3 && NumTransaction)   
					begin
					if (NumCandiesType3)
					begin
					Bo[2] <= 1;
					NumCandiesType3 <= NumCandiesType3 - 1;
					NumTransaction <= NumTransaction - 1;
					end
					else
					so[5] <= 1;
					end
				else if (C1 && NumTransaction)  
					begin
					if (NumChocolatesType1)
					begin
					C[0] <= 1;
					NumChocolatesType1 = NumChocolatesType1 - 1;
					NumTransaction <= NumTransaction - 1;
					end
					else
					so[6] <= 1;
					end
				else if (C2 && NumTransaction)   
					begin
					if (NumChocolatesType2)
					begin
					C[1] <= 1;
					NumChocolatesType2 <= NumChocolatesType2 - 1;
					NumTransaction <= NumTransaction - 1;
					end
					else
					so[7] <= 1;
					end
				else if (C3 && NumTransaction)   
					begin
					if (NumChocolatesType3)
					begin
					C[2] <= 1;
					NumChocolatesType3 <= NumChocolatesType3 - 1;
					NumTransaction <= NumTransaction - 1;
					end
					else
					so[8] <= 1;
					end
				else if (C4 && NumTransaction)   
					begin
					if (NumChocolatesType4)
					begin
					C[3] <= 1;
					NumChocolatesType4 = NumChocolatesType4 - 1;
					NumTransaction <= NumTransaction - 1;
					end
					else
					so[9] <= 1;
					end
			end  
		end
	end
end
endmodule
==> GITHUB_STEP_SUMMARY <==
### Metrics collected by this job

| Metric | Value |
|---|---|
| Outcome | `completed` |
| Initial DRC count | `1177` |
| DP Cell Count | `1041` |
| Post-Route Setup TNS | `0 ps` |
| Cts bufs inserted | `5` |
| Tmin final | `4220 ps` |
| Post-DR vias/cell | `7.03` |
| Syn. warnings | `1` |
| Yosys reg bits | `53` |
| Row cnt | `40` |
| Antenna Nets Post-Route | `0` |
| Max-capacitance violation count | `0` |
| Detailed-route wire length per cell | `24.4 um` |
| Commonest non-fill, non-tap cell in the layout | `nor2_1` |
| Largest net degree at the start of global routing | `44` |
| Pwr Density | `574 mW/mm^2` |
| Routed via count | `7372` |
| # hold bufs at CTS | `0` |
| # resized after CTS | `0` |
| OpenROAD warning count | `39` |
| Post-synth seq share | `17.2%` |
| Peak VDD IR | `0.205 mV` |
| FF-to-FF Start | `out[2]` |
| Io pins | `50` |
| Endpoints failing setup | `0` |
| Final Hold Fails | `0` |
| Adder share | `5.49%` |
| Non-filler cells, final | `1049` |
| Cells in synth_stat.txt | `888` |
| Routability-driven placement congestion ratio | `1.05` |
| Relative slew margins | `37.5%` |
| Final Slew Violations | `0` |
| WP data arrival | `4450 ps` |
| H-tree depth | `2` |
| Detailed Route WL | `25600 um` |
| Maximum achievable frequency | `0.237 GHz` |
| CP endpoint kind | `flip-flop` |
| Area of the mapped netlist | `0.00615 sq mm` |
| Postcts setup bufs | `0` |
| Clock-pin slew on the worst setup and hold paths | `90 ps` |
| Synth Instances | `888` |
| Static leakage | `2.45 nW` |
| Worst hold start | `so[0]` |
| CP max FO | `13` |
| Top logic family | `AND-OR/OR-AND gates` |
| Late-Pin Clk Latency | `320 ps` |
| Startpoint types | `flip-flop` |
| Cell Type Count | `88` |
| Port bufs | `49` |
| Post-synth area from yosys stat | `0.00615 sq mm` |
| Root buffer cell | `clkbuf_16` |
| Largest area contributor in the netlist | `dfxtp_1` |
| Ant diodes | `0` |
| WS Path Type | `reg -> reg` |
| Post-Synth Simple-Gate Area | `26.0%` |
| Fill count | `1091` |
| Gr usage total | `41.2%` |
| CTS tree | `done` |
| Syn_area_per_cell | `6.93 sq um` |
| DP HPWL | `18900 um` |
| Dominant cell area share | `17.2%` |
| Xor+xnor area frac | `6.69%` |
| Most frequent logic cells in the routed design | `nor2_1, nand2_1, a21oi_1, o21ai_0, dfxtp_1` |
| Die Width | `113 um` |
| Number of enable flip-flop cells | `0` |
| Bufs on Longest Clock Path | `2` |
| Synthesis-to-layout area growth | `11.5%` |
| Worst path required time | `5830 ps` |
| DIE HEIGHT | `113 um` |
| Measured slew at the worst slew-check pin | `929 ps` |
| GRT Residual Overflow | `0` |
| Post-route DRC violation count | `0` |
| Top cells by area | `dfxtp_1, nor2_1, xnor2_1, ha_1, a21oi_1` |
| Synth mux share | `0.671%` |
| Layout cells sized above 1 | `5.99%` |
| HP Class | `reg -> reg` |
| Core area | `0.0120 sq mm` |
| Number of global-route vias before repair | `6713` |
| Period utilization | `75.4%` |
| Critical path origin | `out[2]` |
| Most used flip-flop cell | `dfxtp_1` |
| Clock Skew | `13.2 ps` |
| CTS Sinks | `53` |
| FP Util | `51.2%` |
| Initial antenna violation count | `0` |
| RSZ-0062 raised after global routing | `false` |
| Asr flop ratio synth | `0%` |
| TritonRoute pass-1 iters | `8` |
| First-pass GRT wire length | `39200 um` |
| Chip area | `0.0128 sq mm` |
| Aoi share | `36.5%` |
==> path summary, 6_finish.rpt <==
path | to | slack [ps] | cells past startpoint
max | out[7] | 1380 | 11
min | so[0] | 450 | 2
max reg2reg | out[7] | 1380 | 11
min reg2reg | so[0] | 450 | 2
==> worst max-delay path, stage by stage, from the launching register on <==
cell	delay (ps)
dfxtp_1	300
buf_4	200
inv_1	430
ha_1	630
a21boi_0	810
a2111oi_4	260
or2b_1	330
nor3_1	320
a21oi_1	200
o211ai_4	200
a31oi_1	110
a221oi_1	310
==> per-layer routing <==
| layer | part of all wire [%] | GRT usage, % |
|---|---|---|
| met2 | 43 | 62.5 |
| met3 | 11 | 7.10 |
| met1 | 39 | 56.8 |
| met5 | 0 | 0 |
| met4 | 7.1 | 22.1 |
==> cell families (layout without fill, tap and decap cells) <==
kind of cell,count (synthesis),count (layout)
AND/OR/NAND/NOR,329,329
AND-OR/OR-AND,316,316
buffers and inverters,112,126
flip-flops,53,53
XOR/XNOR,47,47
adder cells (fa/ha/maj),27,27
multiplexers,4,4
==> final cells by class <==
| type | instances | area, sq um | area share, % |
|---|---|---|---|
| inverters | 49 | 184 | 2.68 |
| clock buffers | 5 | 125 | 1.82 |
| flip-flops and latches | 53 | 1060 | 15.5 |
| clock inverters | 3 | 28.8 | 0.420 |
| repair buffers | 69 | 636 | 9.27 |
| multi-input cells | 723 | 4640 | 67.7 |
| well taps | 147 | 184 | 2.68 |
==> registers in the layout, summed over array words and instances, names as in the netlist, 2 cells and up <==
| name | count |
|---|---|
| NumChocolatesType3 | 2 |
| NumTransaction | 2 |
| NumChocolatesType1 | 2 |
| NumCandiesType1 | 2 |
| NumCookies | 2 |
| out | 8 |
| NumChocolatesType2 | 2 |
| NumChocolatesType4 | 2 |
| NumCoffee | 2 |
| NumCandiesType3 | 2 |
| Bo | 3 |
| C | 4 |
| so | 10 |
| RRo | 3 |
| NumTea | 2 |
| NumCandiesType2 | 2 |
==> power by group <==
| part | switching (mW) | internal (mW) |
|---|---|---|
| registers | 0.0263 | 0.424 |
| clock network | 0.172 | 0.172 |
| logic | 2.13 | 1.02 |
| total | 2.33 | 1.61 |
==> synth_stat cells (7+ instances only) <==
cell type  instances
nor4_1             9
nand3_1           24
and3_1             8
o31ai_1           15
clkbuf_1          44
inv_1             46
dfxtp_1           53
a21oi_1           66
o21ai_0           55
a31oi_1           34
o22ai_1            8
nand2_1           73
nor2b_1           14
nor3_1            39
buf_1              8
o211ai_1          27
a221oi_1           9
buf_2              7
nand2b_1          19
o221ai_1           7
ha_1              27
a211oi_1          15
or3_1             10
a211o_1            9
xnor2_1           41
nor2_1            97
==> stage by stage <==
| step | power [mW] | hold WS [ps] | worst slack, ps | util, % | area (sq um) |
|---|---|---|---|---|---|
| final | 3.94 | 452 | 1380 | 57.1 | 6860 |
| after global routing | 4.13 | 489 | 1060 | 57.1 | 6860 |
| after CTS | 3.81 | 453 | 1490 | 57.1 | 6860 |
| after detailed placement | 3.46 | 441 | 1250 | 55.8 | 6710 |
| after global placement | 3.49 | 435 | 1260 | 55.8 | 6710 |
| after floorplan | 2.52 | 411 | 2110 | - | 6150 |
Power figures rest on the tool's default switching activity, not on a simulated workload.
